<file path="flow/run.sh">
#!/bin/bash
# OpenROAD 26Q1-2900-gdf79404cd8, Yosys 0.63+post, stock flow scripts
make -C /OpenROAD-flow-scripts/flow DESIGN_CONFIG=/design/flow/config.mk WORK_HOME=/design/flow/orfs finish
</file>
<file path="flow/config.mk">
export PLATFORM = sky130hd
export DESIGN_NAME = UART_Encoder
export DESIGN_NICKNAME = UART_Encoder
export VERILOG_FILES = /design/flow/design.v
export SDC_FILE = /design/flow/constraint.sdc
export NUM_CORES = 4
export LEC_CHECK = 1
export CORE_UTILIZATION = 40
</file>
<file path="flow/constraint.sdc">
current_design UART_Encoder

set clk_period 5.4
set clk_io_pct 0.2

create_clock -name clk0 -period $clk_period [get_ports {i_Clk}]

set non_clock_inputs [all_inputs -no_clocks]
set_input_delay [expr $clk_period * $clk_io_pct] -clock clk0 $non_clock_inputs
set_output_delay [expr $clk_period * $clk_io_pct] -clock clk0 [all_outputs]
</file>
<file path="flow/design.v">
module UART_Encoder (
  input i_Clk,
  input [19:0] i_Period,
  input [7:0] i_Byte,
  input i_write_enable,
  output o_UART_TX,
  output o_busy
  );
  reg [2:0] r_State = 3'b0;  
  reg [7:0] r_Byte = 0;
  reg [19:0] c_SampleClock = 20'b0;
  reg [2:0] r_DigitIndex;
  reg r_busy = 0;
  reg r_UART_TX = 1;
  assign o_UART_TX = r_UART_TX;
  assign o_busy = r_busy;
  always @(posedge i_Clk) begin
    if (r_State == 0) begin
      r_DigitIndex <= 0;
      c_SampleClock <= 2;
      if (i_write_enable) begin
        r_Byte <= i_Byte;
        r_State <= 1;
        r_busy <= 1;
      end else begin
        r_Byte <= 0;
        r_State <= 0;
        r_busy <= 0;
      end
    end
    else if (r_State == 1) begin
      r_UART_TX <= 0;
      r_busy <= 1;
      r_DigitIndex <= 0;
      if (c_SampleClock >= i_Period) begin
        r_State <= 2;
        c_SampleClock <= 1;
      end else begin
        r_State <= 1;
        c_SampleClock <= c_SampleClock + 1;
      end
    end
    else if (r_State == 2) begin
      r_busy <= 1;
      if (c_SampleClock >= i_Period) begin
        c_SampleClock <= 1;
        r_UART_TX <= r_Byte[r_DigitIndex];
        r_DigitIndex <= r_DigitIndex + 1;
        if (r_DigitIndex == 7) begin
          r_State <= 3;
        end
      end
      else begin
        r_UART_TX <= r_Byte[r_DigitIndex];
        c_SampleClock <= c_SampleClock + 1;
      end
    end
    else if (r_State == 3) begin
      r_UART_TX <= 1;
      r_busy <= 1;
      if (c_SampleClock >= i_Period) begin
        r_State <= 0;
        c_SampleClock <= 1;
      end else begin
        r_State <= 3;
        c_SampleClock <= c_SampleClock + 1;
      end
    end
    else begin
      r_busy <= 0;
      r_UART_TX <= 1;
    end
  end
endmodule
</file>
==> results.json <==
{
  "core_area_um2": 5473,
  "syn_to_final_growth_pct": 20.53,
  "die_w_um": 77.18,
  "cp_num_buf_inv": 2,
  "grt_start_max_net_pins": 21,
  "worstHoldStart": "c_SampleClock[0]",
  "endpoint_kind": "flop",
  "cts-htree-levels": 2,
  "relSlewSlack_pct": 53.77,
  "async_reset_ff_share_pct": 0,
  "die-area_um2": 5957,
  "critPathMaxStageDelay_ns": 0.59,
  "fmax_mhz": 294.5,
  "finalSetupViolations": 0,
  "antenna-diode-count": 0,
  "top_cells_by_count": "24 x dfxtp_1, 23 x ha_1, 22 x inv_1",
  "run_status": "finished, final reports clean",
  "skew_ns": 0.007499,
  "gp_congestion": 0.8508,
  "vias": 1745,
  "cp_cell_sequence": "clkdlybuf4s50_1 > inv_1 > ha_1 > nand4_1 > nor4_4 > nand2_2 > o211ai_4 > a21boi_0",
  "powerDensity_nw_per_um2": 302.1,
  "drc": 0,
  "io_pins": 32,
  "grt_first_pass_wirelength_mm": 7.217,
  "critPathMaxFanout": 19,
  "synth.cell_area_um2": 2261,
  "finalWirelength_mm": 4.184,
  "cpMaxStageDelayCell": "o211ai_4",
  "wl_per_cell_um": 12.09,
  "ys.flops": 35,
  "top_area_share_pct": 21.25,
  "ff_type": "dfxtp_1",
  "dr.pass1.iters": 4,
  "die_height_um": 77.18,
  "ys_warn_count": 1,
  "via_per_inst": 5.043,
  "ys_chip_area_um2": 2261,
  "yosysTopAreaCell": "dfxtp_1",
  "place_hpwl_mm": 3.222,
  "hp-class": "flop to flop",
  "cts_tree": "yes",
  "netlist-cell-type-count": 43,
  "edf_count": 11,
  "topCellsByArea": "dfxtp_1 21%, edfxtp_1 15%, ha_1 13%, nor3_2 4.4%, and2_1 3.9%",
  "cpLargestDelayFamily": "AND-OR/OR-AND gates",
  "cp-start-kind": "input port",
  "min_period_over_period_pct": 62.88,
  "post_cts_buffers": 0,
  "ctsResizeCount": 0,
  "grt_pass1_vias": 1610,
  "ctsHoldBuffers": 0,
  "worst_pin_slew_ns": 0.6902,
  "openroad.warnings": 25,
  "drtAntennaViolNets": 0,
  "top_cell": "dfxtp_1",
  "final_layout_size_suffix_gt1_share_pct": 10.22,
  "max-vdd-ir-drop_mv": 0.1263,
  "port_buffers": 31,
  "synth_area_per_cell_um2": 9.460,
  "finalCriticalPeriod_ns": 3.395,
  "worst_r2r_startpoint": "c_SampleClock[15]",
  "grt_use_total_pct": 15.38,
  "syn_inst": 239,
  "grt_setup_unrepaired": "no",
  "path_clk_slew_ns": 0.06,
  "grt_overflow": 0,
  "fp-row-count": 27,
  "drv_slew": 0,
  "cp.arrival_ns": 3.39,
  "worstPathRequired_ns": 5.40,
  "drtIter0Drc": 36,
  "cts_root_buf": "clkbuf_8",
  "cts_max_path_buffers": 2,
  "tns_ns": 0,
  "regToRegSetupSlack_ns": 2.93,
  "clock_latency_ns": 0.28,
  "hold_slack_ns": 0.5337,
  "yosys-stat-cells": 239,
  "hold_viol": 0,
  "leakage_nw": 1.106,
  "numCtsBuffers": 5,
  "drv_cap": 0,
  "clkSinkCount": 35,
  "fp_util_pct": 41.31,
  "ys_seq_share_pct": 35.86,
  "antenna_found_initial": 0,
  "critPathKind": "input port to flop",
  "worstSetupStartpoint": "i_Period[17]"
}
power by group:
part	total [W]	internal [W]	switching, W
clock	0.000182	0.0000880	0.0000937
sequential	0.000395	0.000326	0.0000685
combinational	0.000247	0.000126	0.000121
total	0.000823	0.000541	0.000283
sequential cells by signal, indices dropped and copies added, names as in the netlist:
name           count
r_busy             1
r_State            2
r_DigitIndex       3
r_UART_TX          1
c_SampleClock     20
r_Byte             8
cells in the final DEF (no fill, tap or decap), types with 4 or more instances in the layout:
master / count
ha_1: 23
o2111ai_1: 4
nor2_1: 11
inv_1: 22
and2_1: 14
o21ai_0: 8
nor3_1: 10
nand4_1: 11
nand3_1: 12
xor2_1: 8
nor3_2: 10
a21oi_1: 9
clkbuf_8: 5
dfxtp_1: 24
nand2_1: 17
clkdlybuf4s50_1: 31
edfxtp_1: 11
xnor2_1: 10
metrics by stage:
step                cell area (um^2)  setup WS [ns]  total power [W]  util, %  std cells
finish                          2725          2.005        0.0008233    49.79        346
detailed placement              2645          1.718        0.0006497    48.33        338
global placement                2645          1.774        0.0006487    48.33        338
floorplan                       2261          2.564        0.0005681        -        239
CTS                             2725          2.014        0.0008319    49.79        346
global route                    2725          1.824        0.0008893    49.79        346
final cells by class:
cell class / count / area (um^2)
clock buffer: 6 / 72.57
fill: 525 / 2748
multi-input combinational: 177 / 1344
clock inverter: 2 / 7.507
tap: 72 / 90.09
timing repair buffer: 32 / 317.8
sequential: 35 / 810.8
inverter: 22 / 82.58
kinds of logic after synthesis:
kind of cell    Yosys count  synth area share (%)
compound gates           34                 11.46
xor+xnor                 18                 6.973
fa+ha+maj                23                 12.73
buf+inv                  27                 4.814
flops                    35                 35.86
mux                       3                 2.435
simple gates             99                 25.73
final timing paths:
path / to / cells past startpoint
min reg2reg: c_SampleClock[0] / 1
max: r_State[0] / 8
min: c_SampleClock[0] / 1
max reg2reg: r_State[0] / 6
layer usage:
| metal | routed length [um] | GRT usage, % |
|---|---|---|
| met2 | 1825 | 23.10 |
| met3 | 152 | 2.177 |
| met4 | 56 | 2.453 |
| met1 | 2149 | 24.51 |
| met5 | 0 | 0 |
Power figures rest on the tool's default switching activity, not on a simulated workload.
