[./run.sh]
#!/bin/bash
# OpenROAD 26Q1-2900-gdf79404cd8, Yosys 0.63+post, stock flow scripts
make -C /OpenROAD-flow-scripts/flow DESIGN_CONFIG=/design/flow/config.mk WORK_HOME=/design/flow/orfs finish
[./config.mk]
export PLATFORM = sky130hd
export DESIGN_NAME = Debouncer
export DESIGN_NICKNAME = Debouncer
export VERILOG_FILES = /design/flow/design.v
export SDC_FILE = /design/flow/constraint.sdc
export NUM_CORES = 4
export LEC_CHECK = 1
export CORE_AREA = 10 10 84 84
export DIE_AREA = 0 0 94 94
[./constraint.sdc]
current_design Debouncer

set clk_period 2.4
set clk_io_pct 0.2

create_clock -name clk0 -period $clk_period [get_ports {clock}]

set non_clock_inputs [all_inputs -no_clocks]
set_input_delay [expr $clk_period * $clk_io_pct] -clock clk0 $non_clock_inputs
set_output_delay [expr $clk_period * $clk_io_pct] -clock clk0 [all_outputs]
[./design.v]
module Debouncer (
  input clock,
  input in_0,
  output out_0
  );
  parameter DEBOUNCE_LIMIT = 250000;
  reg r_State = 1'b0;
  reg [17:0] r_Count = 0;
  always @(posedge clock) begin
    if (in_0 !== r_State && r_Count < DEBOUNCE_LIMIT)
      r_Count <= r_Count + 1;
    else if (r_Count == DEBOUNCE_LIMIT) begin
      r_Count <= 0;
      r_State <= in_0;
    end else
      r_Count <= 0;
  end
  assign out_0 = r_State;
endmodule
==> flow_summary.json <==
{
  "synth_cells": 102,
  "rrSetupSlack_ns": 0.74,
  "clk_pin_slew_ns": 0.07,
  "rows": 26,
  "syn_area_um2": 887,
  "final_cell_area_mm2": 0.00103,
  "yosys_warnings": 1,
  "r2r-start": "r_Count[0]",
  "first_iter_violations": 41,
  "register_area_um2": 390,
  "clock_sinks": 19,
  "fp.coreArea_mm2": 0.00520,
  "fillers": 572,
  "cts.repair.resized": 0,
  "ys_cells": 102,
  "logic_area_um2": 454,
  "ys_ff": 19,
  "whs_ns": 0.478,
  "cts_setup_buffers": 0,
  "clk_path_buf_depth": 2,
  "drtPass1Iterations": 4,
  "drive_gt1_frac": 0.0935,
  "gp_congestion": 0.800,
  "reg2reg_to": "r_Count[16]",
  "power.leakage_nw": 0.297,
  "area_delta_synth_final_pct": 16.4,
  "rsz0062_at_grt": "false",
  "setup_tns_ns": 0,
  "drv_slew": 0,
  "grt_overflow": 0,
  "max_stage_delay_ns": 0.45,
  "critical_path.max_fanout": 6,
  "power.density_mw_per_mm2": 547,
  "crit_required_ns": 2.54,
  "crit_path_start_kind": "register",
  "crit_chain": "ha_1, nand3_1, nor4_2, a31o_2, a21oi_1",
  "async_reset_ff_frac": 0,
  "worst_clock_skew_ns": 0.00235,
  "antenna_cells": 0,
  "tool_warnings": 26,
  "status": "complete, no violations",
  "port_buffers": 2,
  "drv_cap": 0,
  "finalHoldViolCount": 0,
  "edf_count": 1,
  "arrival_ns": 1.80,
  "reg2reg_depth": 5,
  "vias": 675,
  "hp-start": "r_Count[0]",
  "grt_use_total": 0.0392,
  "cp_slowest_cell": "nor4_2",
  "synth_top_cell_by_count": "nor2_1",
  "holdPathStages": 1,
  "fp.dieH_um": 94,
  "fmax_ghz": 0.603,
  "ant_nets": 0,
  "dp.final_hpwl_um": 1080,
  "top_cells_by_area": "dfxtp_1, xnor2_1, nor2_1",
  "ctsHtreeMaxLevel": 1,
  "drcViolationCount": 0,
  "die_x_um": 94,
  "grt_max_degree": 19,
  "synth_area_leader_cell": "dfxtp_1",
  "vias_per_cell": 3.81,
  "min_to": "r_Count[0]",
  "finalClockPeriodUsage": 0.691,
  "place_area_um2": 986,
  "ys_area_um2": 887,
  "setup_viol": 0,
  "critPathBufInv": 0,
  "dieArea_mm2": 0.00884,
  "critPathCaptureType": "register",
  "wl_per_cell_um": 8.80,
  "tightest_slew_ns": 0.375,
  "top_cells_by_count": "nor2_1, dfxtp_1, xnor2_1",
  "antenna_found_initial": 0,
  "ir_worst_vdd_mv": 0.145,
  "timing.final.crit_period_ns": 1.66,
  "wl_um": 1560,
  "grt_pass1_vias": 675,
  "root_buffer": "clkbuf_8",
  "cts_hold_buf": 0,
  "path_class": "register to register",
  "synth-main-ff-cell": "dfxtp_1",
  "syn_area_per_cell_um2": 8.70,
  "hold_path.class": "register to register",
  "relSlewSlack": 0.748,
  "path_delay_family": "simple AND/OR/NAND/NOR gates",
  "synth_cell_types": 22,
  "clock_latency_ns": 0.25,
  "top_area_frac": 0.406,
  "fp_util": 0.170,
  "cts_tree": "done",
  "ys_seq_share": 0.440,
  "fin_util": 0.198,
  "cts_buffers": 3,
  "grt_pass1_wl_um": 2910,
  "ios": 3
}
[metal layers]
metal	GRT usage	routed length, um	vias to the layer above
li1	-	-	358
met1	0.0538	830	310
met2	0.0576	622	5
met3	0.0153	92	2
met4	0.00633	11	0
met5	0	0	-
[cell families (layout without fill, tap and decap cells)]
logic type	Yosys count	after routing	share of synthesized area
buf+inv	9	14	0.0480
simple gates	52	52	0.289
fa+ha+maj	2	2	0.0282
compound gates	5	5	0.0465
xor+xnor	15	15	0.148
flops	19	19	0.440
[flip-flops by register name, summed over array words and instances, names as in the netlist]
| register | count |
|---|---|
| r_State | 1 |
| r_Count | 18 |
[power by group]
part / internal [mW] / total (mW) / switching [mW]
combinational: 0.00830 / 0.0191 / 0.0108
clock: 0.115 / 0.219 / 0.103
sequential: 0.322 / 0.327 / 0.00472
[worst max-delay path by stage]
stage,depth (start not counted),end,slack [ns],start
6_report,5,r_Count[16],0.74,r_Count[0]
5_1_grt,5,r_Count[16],0.56,r_Count[0]
4_1_cts,5,r_Count[16],0.74,r_Count[0]
[per-stage QoR]
stage	total power [mW]	setup slack, ns	std cells
detailed placement	0.353	0.771	173
global placement	0.353	0.762	173
CTS	0.573	0.739	177
finish	0.564	0.742	177
global route	0.594	0.555	177
floorplan	0.347	0.902	102
[cell usage in the layout, fill, tap and decap left out, drive strengths merged]
master         Yosys  final
nor4               6      6
a21oi              1      1
nor3               5      5
ha                 2      2
or4                1      1
o31ai              1      1
a31o               1      1
inv                7      7
clkbuf             0      3
buf                2      1
dfxtp             18     18
clkdlybuf4s50      0      2
edfxtp             1      1
nor2              24     24
o31a               1      1
a31oi              1      1
xnor2             13     13
nand2              5      5
xor2               2      2
clkinv             0      1
nand4              6      6
nand3              5      5
[worst reg2reg max path: stages (launching register included)]
cell,delay (ns)
dfxtp_1,0.39
ha_1,0.20
nand3_1,0.24
nor4_2,0.45
a31o_2,0.21
a21oi_1,0.05
[cell type report]
type,count,share of cell area
repair buffers,3,0.0267
inverters,7,0.0255
well taps,70,0.0848
multi-input cells,74,0.440
flip-flops and latches,19,0.378
clock inverters,1,0.00485
clock buffers,3,0.0400
Power is estimated from default activity; no workload was simulated.
