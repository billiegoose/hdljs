$ cat run.sh
#!/bin/bash
# OpenROAD 26Q1-2900-gdf79404cd8, Yosys 0.63+post, stock flow scripts
make -C /OpenROAD-flow-scripts/flow DESIGN_CONFIG=/design/flow/config.mk WORK_HOME=/design/flow/orfs finish
$ cat config.mk
export PLATFORM = sky130hd
export DESIGN_NAME = NOIZE
export DESIGN_NICKNAME = NOIZE
export VERILOG_FILES = /design/flow/design.v
export SDC_FILE = /design/flow/constraint.sdc
export NUM_CORES = 4
export LEC_CHECK = 1
export CORE_UTILIZATION = 50
$ cat constraint.sdc
current_design NOIZE

set clk_period 3.6
set clk_io_pct 0.2

create_clock -name clk0 -period $clk_period [get_ports {i_Clk}]

set non_clock_inputs [all_inputs -no_clocks]
set_input_delay [expr $clk_period * $clk_io_pct] -clock clk0 $non_clock_inputs
set_output_delay [expr $clk_period * $clk_io_pct] -clock clk0 [all_outputs]
$ cat design.v
module NOIZE (
  input i_Reset,
  input i_Clk,
  output o_Out
);
  reg [13:0] sweep = 14'b1;
  reg [15:0] snd_counter = 16'b0;
  reg [15:0] snd_compare = 16'b0;
  reg r_up = 1'b0;
  reg r_Out = 1'b0;
  reg [2:0] volume = 3'd0;
  assign o_Out = r_Out;
  always @(negedge i_Clk) begin
    snd_counter <= snd_counter + 16'b1;
    if (snd_counter == sweep) begin
      r_up <= ~r_up;
      snd_counter <= 16'b0;
      sweep <= sweep + 14'b1;
      r_Out <= r_up;
      if (sweep == 0) begin
        volume <= volume + 3'b1;
      end
      case (volume)
       3'd0: snd_compare <= 3'b0;
       3'd1: snd_compare <= sweep >> 12;
       3'd2: snd_compare <= sweep >> 11;
       3'd3: snd_compare <= sweep >> 10;
       3'd4: snd_compare <= sweep >> 9;
       3'd5: snd_compare <= sweep >> 8;
       3'd6: snd_compare <= sweep >> 7;
       3'd7: snd_compare <= sweep >> 6;
      endcase
    end
    if (snd_counter < snd_compare) begin
      r_Out <= r_up;
    end else begin
      r_Out <= 1'b0;
    end
    if (i_Reset) begin
      r_Out <= 1'b0;
      r_up <= 1'b0;
      sweep <= 14'b1;
      snd_counter <= 16'b0;
    end
  end
endmodule
==> CHANGELOG.md <==
### Physical design

* Critical path data arrival time at 2.02 ns
* Lkg Pwr at 1.211 nW
* CP delay by family, top: simple AND/OR/NAND/NOR gates
* CP Class: in -> reg
* Initial antenna violation count at 0
* Filler instances at 417
* Largest net degree at the start of global routing at 29
* Final Hold Vio Count at 0
* Num rows at 25
* DR iter-0 viols at 104
* Synth cell types at 40
* Yosys top cell by area: dfxtp_1
* Endpoint of the worst hold path: snd_counter[15]
* Core Area at 4723 µm²
* Global placement routability congestion at 0.9293
* Fp_density at 51.84%
* CTS tree: done
* Crit. Startpoint: i_Reset
* Detailed Place HPWL at 3397 µm
* Clock tree sinks at 43
* Area Overhead vs Synth at 12.93%
* Vias per cell at 5.437
* Vias at 2,055
* Startpoint Class: input port
* CTS Buffer Depth at 2
* Hold_sp: snd_counter[15]
* # Max-Cap Violations at 0
* Crit-path max FO at 2
* Slew headroom at 53.53%
* Total Routing Usage GR at 22.57%
* Slowest stage delay, CP at 0.54 ns
* Die area at 5181 µm²
* Cell area after synthesis at 2449 µm²
* Synth flops at 43
* CP Capture Type: flop
* Final core utilization at 58.54%
* Worst-Skew Late Latency at 0.37 ns
* Grt total ovfl at 0
* Final setup violation count at 0
* CTS Buf Count at 5
* Synthesized instance count at 276
* Syn Area/Cell at 8.872 µm²
* Hold path depth at 2
* Vias in the first global route at 2,031
* Postcts setup bufs at 0
* # H-tree levels at 2
* Tool Warnings at 73
* Register share after synthesis at 39.65%
* DR DRC count at 0
* Drt pass-1 iters at 4
* Total Wirelength at 5108 µm
* Share of cells above drive strength 1 at 4.823%
* Top area contributor share at 26.16%
* Pwr Density at 573.7 nW/µm²
* Dpl cells at 328
* Worst Path Buf+Inv at 1
* R2R Path Start: sweep[11]
* Layout Cells excl Fill at 378
* R2R Path End: sweep[1]
* Ys cells at 276
* WP data required at 2.10 ns
* RSZ-0062 raised after global routing: no
* Die H at 71.98 µm
* # diodes at 0
* Max-slew violation total from the final report at 0
* Drt wl/cell at 13.51 µm
* Worst R2R Path Depth at 6
* I/O Pins at 3
* ANT nets after route at 0
* Buffers on Ports at 2
* Status: complete, no violations
* Top cells by area: dfxtp_1 26%, edfxtp_1 13%, ha_1 8.2%, xnor2_1 7.2%, nor2_1 4.8%
* Yosys stat area at 2449 µm²
* Die X at 71.98 µm
* Cells along the critical path: dlymetal6s2s_1, nor4_2, nand4b_1, or4_1, a21oi_2, o21a_1
* Worst path slowest cell: or4_1
* Clock Skew at 0.01336 ns
* Synth Warn # at 1
* Min-delay worst type: reg -> reg
* Clk slew on worst S/H paths at 0.04 ns
* Setup TNS at 0 ns
* Reg-to-reg slack, setup at 0.94 ns
* Worst slew pin tran at 0.6970 ns
* Root Driver: clkbuf_8
* Max VDD drop at 0.0002600 V
* First-pass GRT wire length at 8983 µm
synthesized netlist by cell type, drive strengths merged:
library cell  number
mux2i              1
and3               8
nand4b             1
nand2              8
nor2b              2
buf                8
o21bai             1
nand2b             1
edfxtp            11
a22oi              3
dfxtp             32
xor2               9
ha                16
o21ai             12
a211oi             1
a221oi             2
clkbuf            11
o21a               1
or2b               1
o31ai              1
nor4b              1
nor2              31
a21oi             17
a22o               1
o2111ai            1
a21o               3
or4                3
nor4               2
a41oi              1
inv               17
nand4              9
nor3               2
and4               3
or3               12
xnor2             20
a222oi             4
mux2               2
nand3             17
where the power goes:
group | leakage, nW | internal (mW) | switching, mW
registers | 0.364 | 0.595 | 0.0594
logic | 0.564 | 0.141 | 0.227
clock network | 0.284 | 0.268 | 0.295
state kept, by name, summed over array words and instances, names as in the netlist:
register	count
snd_counter	16
r_Out	1
r_up	1
sweep	14
volume	3
snd_compare	8
how the worst max path moves through the flow:
stage / slack [ns] / end / depth (start not counted)
after CTS: 0.02 / r_Out / 6
after global routing: 0.02 / r_Out / 6
final: 0.08 / r_Out / 6
per-layer routing:
layer | GRT usage [%] | share of wire (%)
met5 | 0 | 0
met4 | 8.279 | 1.7
met3 | 7.465 | 4.2
met2 | 32.70 | 44
met1 | 32.59 | 50
metrics by stage:
step / hold WS (ns) / instance area [µm²] / worst slack, ns / power [mW]
3_3_place_gp: 0.4952 / 2485 / -0.3559 / 1.101
2_1_floorplan: 0.4669 / 2449 / 0.008067 / 1.021
4_1_cts: 0.5180 / 2753 / 0.01504 / 1.621
3_5_place_dp: 0.4993 / 2485 / -0.3490 / 1.107
6_report: 0.5174 / 2765 / 0.07685 / 1.586
5_1_grt: 0.5497 / 2765 / 0.01657 / 1.733
cell usage in the layout (no fill, tap or decap), types with 2 or more instances in the layout:
master	Yosys	routed
a21o_1	3	3
a21oi_1	17	16
a221oi_1	2	2
a222oi_1	4	4
a22oi_1	3	3
and3_1	8	8
and4_1	3	3
clkbuf_8	0	5
dfxtp_1	32	31
edfxtp_1	11	11
ha_1	16	16
inv_1	17	59
mux2_2	2	2
nand2_1	8	8
nand3_1	17	17
nand4_1	9	9
nor2_1	31	31
nor2b_1	2	2
nor3_1	2	2
o21ai_0	12	12
or3_1	12	12
or4_1	3	3
xnor2_1	20	20
xor2_1	9	9
cell families (layout without fill, tap and decap cells):
logic type               count (synthesis)  after routing  share of synthesized area, %
XOR/XNOR                                29             29                         10.37
AND-OR/OR-AND                           48             48                         12.42
AND/OR/NAND/NOR                        101            101                         21.56
flip-flops                              43             43                         39.65
multiplexers                             3              3                         1.329
buffers and inverters                   36             71                         6.489
adder cells (fa/ha/maj)                 16             16                         8.176
cell type report:
| cell class | count | area, µm² | area share (%) |
|---|---|---|---|
| Clock buffer | 5 | 68.82 | 2.489 |
| Sequential cell | 43 | 972.2 | 35.16 |
| Timing Repair Buffer | 4 | 48.80 | 1.765 |
| Inverter | 16 | 60.06 | 2.172 |
| Multi-Input combinational cell | 197 | 1329 | 48.05 |
| Clock inverter | 46 | 202.7 | 7.330 |
| Tap cell | 67 | 83.83 | 3.032 |
worst min-delay path: stages, from the launching register on:
cell and delay (ns):
dfxtp_1 0.34, xor2_1 0.07, nor2_1 0.07
what timing repair did:
action                                  CTS  global route
pin swaps                                 0             3
gates resized                             2             3
endpoints found under the setup margin    1             1
hold buffers                              0             0
Power and IR drop assume default switching activity.
